**flow/run.sh**
```bash
#!/bin/bash
# OpenROAD 26Q1-2900-gdf79404cd8, Yosys 0.63+post, stock flow scripts
make -C /OpenROAD-flow-scripts/flow DESIGN_CONFIG=/design/flow/config.mk WORK_HOME=/design/flow/orfs finish
```
**flow/config.mk**
```make
export PLATFORM = sky130hd
export DESIGN_NAME = nano_trigger
export DESIGN_NICKNAME = nano_trigger
export VERILOG_FILES = /design/flow/design.v
export SDC_FILE = /design/flow/constraint.sdc
export NUM_CORES = 4
export LEC_CHECK = 1
export CORE_UTILIZATION = 50
```
**flow/constraint.sdc**
```tcl
current_design nano_trigger

set clk_period 7.0
set clk_io_pct 0.2

create_clock -name clk0 -period $clk_period [get_ports {clk}]

set non_clock_inputs [all_inputs -no_clocks]
set_input_delay [expr $clk_period * $clk_io_pct] -clock clk0 $non_clock_inputs
set_output_delay [expr $clk_period * $clk_io_pct] -clock clk0 [all_outputs]
```
**flow/design.v**
```verilog
`timescale 1ns / 1ps
module layer_1 (
    input clk,
    input rst,
    input signed [7:0] input_energy,
    input signed [7:0] input_isol,
    output signed [15:0] n1_out,
    output signed [15:0] n2_out,
    output signed [15:0] n3_out
);
localparam signed [7:0] L1_N1_W1 = 8'd127;
localparam signed [7:0] L1_N1_W2 = 8'd127;
localparam signed [7:0] L1_N1_B  = -8'd128;
localparam signed [7:0] L1_N2_W1 = 8'd0;
localparam signed [7:0] L1_N2_W2 = 8'd0;
localparam signed [7:0] L1_N2_B  = -8'd128;
localparam signed [7:0] L1_N3_W1 = -8'd128;
localparam signed [7:0] L1_N3_W2 = -8'd128;
localparam signed [7:0] L1_N3_B  = 8'd127;
localparam signed [7:0] L2_W1 = 8'd127;
localparam signed [7:0] L2_W2 = 8'd0;
localparam signed [7:0] L2_W3 = -8'd128;
localparam signed [7:0] L2_B  = -8'd14;
    wire signed [7:0] w1_1 = L1_N1_W1;  
    wire signed [7:0] w1_2 = L1_N1_W2;
    wire signed [7:0] b1   = L1_N1_B;
    wire signed [7:0] w2_1 = L1_N2_W1;
    wire signed [7:0] w2_2 = L1_N2_W2;
    wire signed [7:0] b2   = L1_N2_B;
    wire signed [7:0] w3_1 = L1_N3_W1;
    wire signed [7:0] w3_2 = L1_N3_W2;
    wire signed [7:0] b3   = L1_N3_B;
    neuron N1 (.clk(clk), .rst(rst), .x1(input_energy), .x2(input_isol), .w1(w1_1), .w2(w1_2), .b(b1), .y(n1_out));
    neuron N2 (.clk(clk), .rst(rst), .x1(input_energy), .x2(input_isol), .w1(w2_1), .w2(w2_2), .b(b2), .y(n2_out));
    neuron N3 (.clk(clk), .rst(rst), .x1(input_energy), .x2(input_isol), .w1(w3_1), .w2(w3_2), .b(b3), .y(n3_out));
endmodule
`timescale 1ns / 1ps
module layer_2 (
    input signed [15:0] n1,      
    input signed [15:0] n2,      
    input signed [15:0] n3,      
    output reg trigger,          
    output reg signed [31:0] score  
);
localparam signed [7:0] L1_N1_W1 = 8'd127;
localparam signed [7:0] L1_N1_W2 = 8'd127;
localparam signed [7:0] L1_N1_B  = -8'd128;
localparam signed [7:0] L1_N2_W1 = 8'd0;
localparam signed [7:0] L1_N2_W2 = 8'd0;
localparam signed [7:0] L1_N2_B  = -8'd128;
localparam signed [7:0] L1_N3_W1 = -8'd128;
localparam signed [7:0] L1_N3_W2 = -8'd128;
localparam signed [7:0] L1_N3_B  = 8'd127;
localparam signed [7:0] L2_W1 = 8'd127;
localparam signed [7:0] L2_W2 = 8'd0;
localparam signed [7:0] L2_W3 = -8'd128;
localparam signed [7:0] L2_B  = -8'd14;
    wire signed [7:0] w1 = L2_W1;
    wire signed [7:0] w2 = L2_W2;
    wire signed [7:0] w3 = L2_W3;
    wire signed [7:0] b  = L2_B;
    always @(*) begin
        score = ((n1 * w1) >>> 7) + ((n2 * w2) >>> 7) + ((n3 * w3) >>> 7) + b;
        if (score > 0) 
            trigger = 1'b1;
        else 
            trigger = 1'b0;
    end
endmodule
`timescale 1ns / 1ps
module nano_trigger (
    input clk,
    input rst,
    input signed [7:0] energy,     
    input signed [7:0] isol,       
    output trigger                 
);
    wire signed [15:0] l1_n1;
    wire signed [15:0] l1_n2;
    wire signed [15:0] l1_n3;
    wire signed [31:0] final_score;
    layer_1 L1 (
        .clk(clk),
        .rst(rst),
        .input_energy(energy),
        .input_isol(isol),
        .n1_out(l1_n1),
        .n2_out(l1_n2),
        .n3_out(l1_n3)
    );
    layer_2 L2 (
        .n1(l1_n1),
        .n2(l1_n2),
        .n3(l1_n3),
        .trigger(trigger),
        .score(final_score)
    );
endmodule
`timescale 1ns / 1ps
module neuron (
    input clk,                       
    input rst,                       
    input signed [7:0] x1,           
    input signed [7:0] x2,           
    input signed [7:0] w1,           
    input signed [7:0] w2,           
    input signed [7:0] b,            
    output reg signed [15:0] y       
);
    reg signed [15:0] mult1;
    reg signed [15:0] mult2;
    reg signed [15:0] sum_raw;
    always @(posedge clk or posedge rst) begin
        if (rst) begin
            y <= 0;
            mult1 <= 0;
            mult2 <= 0;
            sum_raw <= 0;
        end else begin
            mult1 <= x1 * w1;
            mult2 <= x2 * w2;
            sum_raw <= (mult1 >>> 7) + (mult2 >>> 7) + b; 
            if (sum_raw < 0) 
                y <= 0;
            else 
                y <= sum_raw;
        end
    end
endmodule
```
==> impl_metrics.json <==
{
  "area_delta_synth_final_pct": 15.0,
  "yosys.cell_types.count": 56,
  "root_buffer": "clkbuf_16",
  "cp_data_arrival_time_ns": 6.32,
  "cts_buffers": 9,
  "hold_viol": 0,
  "fmax_mhz": 129,
  "synth-edff-count": 0,
  "fillers": 1559,
  "status": "complete, but fails checks",
  "met2_length_um": 7150,
  "postSynthSeqShare_pct": 20.9,
  "synth_chip_area_um2": 9350,
  "grt_usage_pct": 18.1,
  "synth.top_cell.area_share_pct": 24.6,
  "criticalPathCategory": "register to output pin",
  "avgSynthCellArea_um2": 9.89,
  "rsz0062_at_grt": "yes",
  "dr.max_layer_used": "met4",
  "io_buffers": 18,
  "numSynthFlops": 78,
  "path_max_fanout": 4,
  "yosysWarnings": 2,
  "r2r_end": "L1.N1.sum_raw[10]",
  "required_ns": 5.60,
  "chip_area_um2": 19200,
  "finalCritPeriodShare_pct": 110,
  "grt_pass1_wl_um": 27200,
  "drt_iter0_markers": 168,
  "grt.overflow.total": 0,
  "place_congestion": 0.853,
  "clk_pin_slew_worst_paths_ns": 0.06,
  "synth_top_cell_by_area": "ha_1",
  "hold_path_class": "register to register",
  "skew_ns": 0.00683,
  "ff2ff_path_depth": 10,
  "worstHoldEndpoint": "L1.N1.y[1]",
  "wl_um": 14700,
  "rr_startpoint": "L1.N1.mult1[9]",
  "synth_top_flop_cell": "dfrtp_1",
  "fp_util_pct": 51.5,
  "ys_cells": 945,
  "dr_wl_met3_um": 375,
  "stdcell_area_um2": 10700,
  "hold_buffers": 0,
  "setup_slack_ns": -0.725,
  "common_cells": "inv_1, ha_1, fa_1",
  "clock_latency_ns": 0.33,
  "place_inst": 1249,
  "die_h_um": 139,
  "fp-row-count": 49,
  "h-tree-depth": 3,
  "synth_top_cell_by_count": "inv_1",
  "slew_violations": 0,
  "vias": 5969,
  "dp_hpwl_um": 13000,
  "slew_headroom_pct": 57.7,
  "hp-start": "L1.N1.sum_raw[1]",
  "clock_sinks": 78,
  "syn-cell-area_um2": 9350,
  "maxCapViolations": 0,
  "period_minus_slack_ns": 7.72,
  "tritoncts": "yes",
  "core_um2": 18100,
  "finalSetupViolCount": 1,
  "end_kind": "output pin",
  "violations": "setup timing",
  "route.detailed.drc": 0,
  "tightest_slew_ns": 0.635,
  "diodes": 0,
  "async_flop_share_pct": 100,
  "io_pins": 19,
  "hold_depth": 1,
  "vias_per_cell": 4.70,
  "clockBufferDepth": 2,
  "grt_pass1_vias": 6068,
  "synth_cells": 945,
  "grt_max_degree": 56,
  "dr.pass1.iters": 24,
  "dpl_cell_area_um2": 10300,
  "avgRoutedWirePerCell_um": 11.6,
  "m1WireLength_um": 7020,
  "drive_above_1_share_pct": 12.2,
  "cp-start-kind": "register",
  "warnings": 68,
  "rrSetupSlack_ns": 4.33,
  "die_w_um": 139,
  "synthTopCellsByArea": "ha_1, fa_1, dfrtp_1",
  "antenna_found_initial": 0,
  "fin_cells": 1271,
  "antenna_left": 0
}
==> sequential cells by signal (all words and copies together), names as in the netlist <==
register       flops
L1.N3.mult2        8
L1.N3.y           10
L1.N1.mult2       10
L1.N1.mult1       10
L1.N1.y           10
L1.N3.mult1        8
L1.N1.sum_raw     11
L1.N3.sum_raw     11
==> cells in the final DEF, fill, tap and decap left out, types with 17 or more instances in the layout <==
cell,count
inv_1,246
ha_1,180
fa_1,98
dfrtp_1,76
buf_4,67
xnor2_1,49
nor2_1,41
nor2b_1,26
nand2_1,25
xor2_1,21
a21oi_1,17
clkdlybuf4s50_1,17
==> how the worst max path moves through the flow <==
stage,from,to,slack (ns),cells past startpoint
CTS,L1.N1.y[3],trigger,-0.76,28
global route,L1.N1.y[6],trigger,-1.06,27
finish,L1.N1.y[3],trigger,-0.72,27
==> through the flow <==
stage          hold WS, ns  setup WS [ns]  utilization [%]  TNS (ns)
2_1_floorplan        0.438        -0.0686                -   -0.0686
3_5_place_dp         0.446         -0.825             57.0    -0.825
4_1_cts              0.460         -0.764             59.2    -0.764
5_1_grt              0.475          -1.06             59.2     -1.06
6_report             0.456         -0.725             59.2    -0.725
3_3_place_gp         0.444         -0.771             57.0    -0.771
==> worst max-delay path: stages (launching register included) <==
cell	delay, ns
dfrtp_1	0.41
buf_4	0.15
fa_1	0.36
inv_1	0.08
fa_1	0.42
fa_1	0.49
inv_1	0.05
fa_1	0.43
ha_1	0.29
o21ai_2	0.06
a221oi_2	0.28
nand3_1	0.15
nand2_1	0.11
a21o_1	0.16
a21oi_2	0.07
xor2_1	0.14
ha_1	0.28
inv_2	0.07
ha_4	0.20
and3_4	0.16
a221o_2	0.39
o41ai_4	0.29
o211a_1	0.23
nand2_1	0.05
and4_1	0.18
and4b_1	0.17
a311oi_1	0.22
buf_2	0.13
==> layer usage <==
layer | vias to the layer above | global-route usage (%)
met1 | 2772 | 27.3
li1 | 3121 | -
met2 | 62 | 30.1
met4 | 0 | 2.16
met3 | 14 | 2.57
met5 | - | 0
==> cell families (layout without fill, tap and decap cells) <==
kind of cell / count (synthesis) / count (layout) / share of synthesized area (%)
buffers and inverters: 260 / 357 / 10.4
AOI/OAI and AO/OA: 93 / 93 / 7.07
DFF: 78 / 78 / 20.9
and+or+nand+nor: 155 / 155 / 8.47
adders and majority gates: 285 / 285 / 46.2
muxes: 4 / 4 / 0.428
xor gates and xnor gates: 70 / 70 / 6.56
==> area by class of cell <==
| class | count | area (um^2) | share of cell area (%) |
|---|---|---|---|
| well taps | 229 | 287 | 2.67 |
| multi-input cells | 607 | 6520 | 60.6 |
| flip-flops and latches | 78 | 1950 | 18.2 |
| inverters | 256 | 962 | 8.95 |
| repair buffers | 85 | 678 | 6.31 |
| clock inverters | 5 | 106 | 0.990 |
| clock buffers | 11 | 243 | 2.26 |
==> timing repair <==
action                                  CTS  global route
pin swaps                                14             2
endpoints found under the setup margin    1             1
endpoints found under the hold margin     0             0
gates resized                             5             3
buffers inserted                          6             0
